===== flow/design.v =====
module redidue_mod_5(out, in, rst, clk);
output out;
input in;
input clk, rst;
reg out;
reg[2:0] state;
parameter s0=3'd0, s1=3'd1, s2=3'd2, s3=3'd3, s4 = 3'd4;
always @(posedge clk or negedge rst)
if(rst==0) begin state=s0; out=0; end
else begin
case (state)
s0: if(in==0) begin out=0; state=s0; end
else begin out=1; state=s1; end
s1: if(in==0) begin out=2; state=s2; end
else begin out=3; state=s3; end
s2: if(in==0) begin out=4; state=s4; end
else begin out=0; state=s0; end
s3: if(in==0) begin out=1; state=s1; end
else begin out=2; state=s2; end
s4: if(in==0) begin out=3; state=s3; end
else begin out=4; state = s4; end
default: state=s0;
endcase
end
endmodule

===== flow/run.sh =====
#!/bin/bash
# OpenROAD 26Q1-2900-gdf79404cd8, Yosys 0.63+post, stock flow scripts
make -C /OpenROAD-flow-scripts/flow DESIGN_CONFIG=/design/flow/config.mk WORK_HOME=/design/flow/orfs finish

===== flow/config.mk =====
export PLATFORM = sky130hd
export DESIGN_NAME = redidue_mod_5
export DESIGN_NICKNAME = redidue_mod_5
export VERILOG_FILES = /design/flow/design.v
export SDC_FILE = /design/flow/constraint.sdc
export NUM_CORES = 4
export LEC_CHECK = 1
export CORE_AREA = 10 10 70 70
export DIE_AREA = 0 0 80 80

===== flow/constraint.sdc =====
current_design redidue_mod_5

set clk_period 1.4
set clk_io_pct 0.2

create_clock -name clk0 -period $clk_period [get_ports {clk}]

set non_clock_inputs [all_inputs -no_clocks]
set_input_delay [expr $clk_period * $clk_io_pct] -clock clk0 $non_clock_inputs
set_output_delay [expr $clk_period * $clk_io_pct] -clock clk0 [all_outputs]

==> summary.log <==
[sta] unrepaired setup endpoints after global routing no
[layout] share of post-route cells with drive strength above 1 0.3913
[sta] crit path time final 1332 ps
[sta] final-report setup violation count 0
[sta] Slew HR 0.8182
[drt] first drt pass iteration count 2
[drt] number of remaining DRC errors 0
[clock_tree] total CTS buffers 3
[setup_path] Startpoint Class register
[setup_path] kind of end point of the critical path output port
[floorplanning] die outline height 80 um
[floorplanning] die width 80 um
[clock_tree] CTS sink count 6
[clock_tree] TritonCTS clock tree done
[flow_run] # Max-Cap Violations 0
[global_route] overall global routing resource usage 0.01281
[setup_path] largest delay contributor family on the critical path buffers and inverters
[setup_path] worst reg2reg endpoint out
[setup_path] worst path cell trace clkdlybuf4s50_1
[setup_path] total number of cells along the worst setup path 1
[sta] transition time at the pin with the least slew margin 271.9 ps
[setup_path] Worst Path Class, Setup reg2out
[placement] placer's final routability congestion estimate 0.6408
[layout] number of filler instances in the final layout 397
[power] static leakage 0.1507 nW
[clock_tree] Max Buffers Root-to-Sink 2
[hold_path] worst hold-check path type in2async
[clock_tree] insertion delay at the late pin of the worst-skew pair 240 ps
[layout] most frequent cells in the layout mux2_2, dfrtp_1, clkbuf_4, clkdlybuf4s50_1, nor2_1
[synthesis] synthesized flop and latch total 6
[synthesis] area of the mapped netlist 242.7 um2
[synthesis] most area-hungry cell type in the Yosys netlist dfrtp_1
[drt] Wirelength per Cell 5.913 um
[setup_path] flop2flop setup slack 440 ps
[setup_path] data arrival at the endpoint of the critical path 1050 ps
[synthesis] gate count of the mapped netlist 17
[global_route] vias in the first global route 172
[clock_tree] root buffer cell clkbuf_4
[floorplanning] placeable core region 3416 um2
[setup_path] Reg-to-Reg Start state[4]
[setup_path] data required time at the worst endpoint 1120 ps
[outcome] run status finished, final reports clean
[clock_tree] H-Tree Depth 1
[drt] Detailed Route WL 408 um
[drt] detailed router's first-iteration violation count 1
[clock_tree] clock slew at reported path FFs 50 ps
[synthesis] synthesized chip area reported by yosys 242.7 um2
[power] power density over the cells 1036 nW/um2
[floorplanning] FP Rows 21
[drt] number of nets still failing antenna checks after routing 0
[synthesis] Area leader share 0.5155
[sta] Final TNS setup 0 ps
[setup_path] critical path's largest stage delay 460 ps
[clock_tree] Post-CTS Setup Inserts 0
[sta] worst-case clock skew 6.657 ps
[drt] detailed-route vias per instance 2.275
[synthesis] Area contributors post-synth dfrtp_1, mux2_2, dfstp_2
[placement] Area after DPL 325.3 um2
[global_route] antenna violations before repair 0
[placement] minimum setup slack after placement -5.624 ps
[drt] vias post-DR 157
[setup_path] FF-to-FF path depth 2
[sta] portion of the clock cycle consumed by the worst path in the final layout 0.9514
[global_route] grt total ovfl 0
[sta] crit path setup slack, layout 68.03 ps
[clock_tree] hold bufs inserted after CTS 0
[layout] utilization of the core after routing 0.1029
[floorplanning] Die Size 6400 um2
[synthesis] cell count in the Yosys report 17
[setup_path] total buffers and inverters traversed by the critical path 1
[sta] final max-slew violation count 0
[flow_run] number of logged tool warnings 25
[synthesis] number of distinct library cells after synthesis 8
[placement] Port Buf Inserts 3
[floorplanning] initial core utilization 0.07106
[sta] Peak Freq 0.7508 GHz
[clock_tree] Resized Gates After CTS 0
[sta] Fin. Hold Viols 0
[global_route] wire length of the first global-routing pass 648 um
[synthesis] total of warnings raised by yosys 1
[global_route] largest net degree at the start of global routing 8
[drt] count of inserted antenna diode cells 0
[placement] Placed Instances 65
[power] maximum ir drop on the vdd rail 0.0001423 V
[setup_path] CP max stage cell clkdlybuf4s50_1
[setup_path] crit-path max FO 2
[layout] Cell Count, Final, Fillers Out 69
[floorplanning] # IOs 4
[synthesis] Post-Syn Area per Cell 14.28 um2
[layout] area added between synthesis and finish 44.85%
[layout] cell area after layout 351.6 um2
[synthesis] Seq/Total Area, Yosys 0.6237
## power breakdown
group / internal, W / switching, W
combinational: 0.0000104 / 0.00000719
clock: 0.000108 / 0.0000623
sequential: 0.000176 / 0.000000793
total: 0.000294 / 0.0000703
## cell usage after synthesis (all sizes together)
library cell	number
dfrtp	5
buf	1
mux2i	1
mux2	5
dfstp	1
or3	1
o22ai	1
nor2	2
## logic make-up (layout without fill, tap and decap cells)
group           count (synthesis)  count (layout)  share of synthesized area
mux                             6               6                     0.2732
flops                           6               6                     0.6237
simple gates                    3               3                    0.05673
compound gates                  1               1                    0.02579
buf+inv                         1               7                    0.02060
## how the worst max path moves through the flow
stage                 start   to
final                   out  out
after global routing    out  out
after CTS               out  out
## metal layers
layer / part of all wire / global-route usage / wire length (um) / vias up
met4: 0.047 / 0.01232 / 19 / 0
met2: 0.49 / 0.01846 / 198 / 5
li1: - / - / - / 71
met5: 0 / 0 / 0 / -
met3: 0.10 / 0.01023 / 41 / 2
met1: 0.37 / 0.01081 / 149 / 79
## layout make-up
class | count | area, um2 | share of cell area
tap | 46 | 57.56 | 0.1637
sequential | 6 | 151.4 | 0.4306
clock buffer | 4 | 26.28 | 0.07473
multi-input combinational | 10 | 86.33 | 0.2456
timing repair buffer | 3 | 30.03 | 0.08541
## metrics by stage
stage          total power [W]  hold WS [ps]
2_1_floorplan        0.0001855        -15.59
3_3_place_gp         0.0001965         520.6
3_5_place_dp         0.0001969         525.7
4_1_cts              0.0003777         262.3
5_1_grt              0.0003840         294.2
6_report             0.0003642         273.6
Power figures rest on the tool's default switching activity, not on a simulated workload.
